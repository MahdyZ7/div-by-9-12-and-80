$ cat config.mk
export PLATFORM = sky130hd
export DESIGN_NAME = div_by_12_count
export DESIGN_NICKNAME = div_by_12_count
export VERILOG_FILES = /design/flow/design.v
export SDC_FILE = /design/flow/constraint.sdc
export NUM_CORES = 4
export LEC_CHECK = 1
export CORE_AREA = 10 10 70 70
export DIE_AREA = 0 0 80 80
$ cat constraint.sdc
current_design div_by_12_count

set clk_period 1.2
set clk_io_pct 0.2

create_clock -name clk0 -period $clk_period [get_ports {clk}]

set non_clock_inputs [all_inputs -no_clocks]
set_input_delay [expr $clk_period * $clk_io_pct] -clock clk0 $non_clock_inputs
set_output_delay [expr $clk_period * $clk_io_pct] -clock clk0 [all_outputs]
$ cat design.v
module div_by_12_count(
	input	reset,
    input	clk,
    output	reg out,
	inout	VDD,
	inout	VSS
);
	reg [2:0] count;
	always @(posedge clk) begin
		if (~reset) begin
        	count <= 0;
			out <= 0;
    	end else begin
			if (count == 6)
				count <= 0;
			else
				count <= count + 1;
			if (count == 0)
				out = ~out;
		end
	end
endmodule
$ cat run.sh
#!/bin/bash
# OpenROAD 26Q1-2900-gdf79404cd8, Yosys 0.63+post, stock flow scripts
make -C /OpenROAD-flow-scripts/flow DESIGN_CONFIG=/design/flow/config.mk WORK_HOME=/design/flow/orfs finish
==> run notes <==
Latest figures from synthesis and place and route.

The mean instance size in the synthesized netlist is about 10 sq um. The clock slew seen by the registers of the worst setup and hold paths is ~0.040 ns. The via count normalized by instance count is 2.200.

Of the cells placed in the final design, the portion with a size suffix greater than 1 is 0.2083. The synthesized netlist cell count is 19. The remaining routing DRC violations is 0. The area added between synthesis and finish is 51.61%. The end of the worst register-to-register path is out$_SDFFE_PN0N_.

The CTS root buffer is sky130_fd_sc_hd__clkbuf_4. In this run the VDD rail shows a maximum IR drop of around 230 uV. The chip area line of the yosys report is between 150 and 200 sq um.

The top fanout value on the critical path is 3. The final core utilization is 0.08608. Warnings raised by the tools during the run amount to approximately 51. According to the timing report, the arrival time at the worst endpoint equals between 0.7 and 0.8 ns. The total number of clock tree sinks is 4.

The number of maximum-capacitance constraint violations is 0. 2 endpoints have no timing constraint. The global-route wire length before repair is slightly above 500 microns. The slew at the pin closest to its max-slew limit is about 0.17 ns. The synthesis report lists the Yosys warning total as 1. The flop and latch count out of synthesis is 4. The summed instance area of the synthesized netlist is between 150 and 200 sq um. The core area is 0.003416 sq mm. In this run the worst hold path is classified as register to register. The share of the core area taken by cells at floorplan is 0.05678. The max-slew violation count is 0.

In this run, post-CTS hold repair placed 0 buffers. The run finished with clean final reports. Post-CTS repair ended up resizing 2 cells. The number of antenna violations at the first check in global routing is 0. The via count of the first global-routing pass is ~140. The final layout contains routed wiring with a total length of around 330 microns. Per the hold report, the tightest min-delay path originates at out$_SDFFE_PN0N_.

Per the OpenROAD floorplan log, the width of the die is about 80 microns. The number of setup buffers added after CTS is 0. Per STA, the highest per-stage delay on the worst path measures approximately 0.31 ns. The slowest stage of the critical path is the sky130_fd_sc_hd__dfxtp_2 cell.

The number of standard cells in the layout, taps in and fillers out is about 70. In this run, the number of DRC markers left after iteration 0 of detailed routing was 1. The accumulated negative setup slack is 0 ns. Setup repair after global routing left no endpoint under its margin. The detailed-router iteration count before antenna repair is 3. The floorplan has 21 rows. The flow reported a cell area power density of around 1300 mW/mm^2. Across all layers, the routed design uses ~150 vias. The required time of the worst setup path is about 0.96 ns.

Detailed placement finished with a half-perimeter wire length of around 260 microns. In the final routed layout, each cell accounts on average for between 4 and 5 microns. The setup slack of the most critical reg-to-reg path is between 0.2 and 0.25 ns.

The startpoint identified for the worst register-to-register timing path is count[0]$_SDFF_PP0_. The signal on the critical path passes through dlygate4sd2_1. The largest net degree at the start of global routing is 6. Dividing the final minimum period by the clock period gives 0.8471.

Port buffering added 2 buffers. Of the synthesized area, sequential elements account for 0.4129. The sink of the worst hold path is out$_SDFFE_PN0N_.

The area fraction of the largest cell type after synthesis is 0.4129. In this run the count of I/O pins placed on the die edge is 3. The post-detailed-route count of antenna-violating nets is 0. The remaining global-route overflow is 0.

The hold path depth is 2. The final power report lists total power as roughly 370 uW. The total instance count after detailed placement is approximately 67. The largest buffer count on any clock path is 2.

On the final layout, the worst clock skew is approximately 0.004 ns. In this run the number of H-tree levels came out at 1. The minimum setup slack in the final design is ~0.18 ns. The number of filler instances in the final layout is around 400. The element type at the critical path end is an output port.

The placer's final routability congestion estimate is between 0.6 and 0.7. Summed over all instances, the cell type with the most area after synthesis is sky130_fd_sc_hd__dfxtp_1. The clock tree from TritonCTS is yes. After floorplanning, the die was sized to cover ~0.0064 sq mm. The worst setup path is launched from a register. Timing analysis after detailed placement gives a worst setup slack of 0.1201 ns. The static leakage is 0.0001176 uW. The maximum achievable frequency is a little under 1000 MHz.

The count of distinct cell types in the synthesized netlist is 10. Yosys attributes the largest share of cell area to sky130_fd_sc_hd__dfxtp_1 41%, sky130_fd_sc_hd__ha_1 19%, sky130_fd_sc_hd__and3_1 6.5%. The critical path start-end classification is register to output port. Total global-route track usage over all layers is 0.01019.

The final timing report counts setup violations totalling 0. Counting cells, the worst reg-to-reg path comes to 4. The buffer-and-inverter tally for the worst setup path is 1. The family with the most delay on the worst path is flip-flops. The clock network latency to the later pin of the worst-skew pair is roughly 0.24 ns.

Antenna repair during routing inserted a diode count of 0. The worst slew margin relative to its limit is 0.8851. For the finished layout, the period the worst path requires is between 1 and 1.5 ns. The post-synthesis cell count from yosys is 19. The die is 80 microns tall.

The total clock buffers created by CTS is 3. The number of hold violations in the final report is 0.
==> routing by layer <==
| layer | GRT usage | vias to the layer above | part of all wire |
|---|---|---|---|
| met5 | 0 | - | 0 |
| met4 | 0.001761 | 0 | 0 |
| met3 | 0.01250 | 0 | 0.22 |
| met2 | 0.01445 | 7 | 0.40 |
| met1 | 0.009315 | 72 | 0.38 |
| li1 | - | 75 | - |
==> state kept, by name, summed over array words and instances, names as in the netlist <==
signal,count
out,1
count,3
==> layout make-up <==
type | instances | area (sq um) | area share
Sequential cell | 4 | 81.33 | 0.2766
Clock buffer | 3 | 22.52 | 0.07660
Multi-Input combinational cell | 13 | 106.4 | 0.3617
Timing Repair Buffer | 2 | 18.77 | 0.06383
Tap cell | 46 | 57.56 | 0.1957
Inverter | 2 | 7.507 | 0.02553
==> worst max path at each step <==
stage,start,cells past startpoint,end
6_report,out$_SDFFE_PN0N_,1,out
5_1_grt,count[0]$_SDFF_PP0_,4,out$_SDFFE_PN0N_
4_1_cts,out$_SDFFE_PN0N_,1,out
==> placed cells by master (no fill, tap or decap) <==
| cell type | count |
|---|---|
| sky130_fd_sc_hd__o21a_1 | 1 |
| sky130_fd_sc_hd__nor3b_2 | 1 |
| sky130_fd_sc_hd__and3_1 | 2 |
| sky130_fd_sc_hd__dlygate4sd2_1 | 1 |
| sky130_fd_sc_hd__inv_1 | 2 |
| sky130_fd_sc_hd__ha_1 | 3 |
| sky130_fd_sc_hd__nand4bb_1 | 1 |
| sky130_fd_sc_hd__clkbuf_4 | 3 |
| sky130_fd_sc_hd__o21ai_0 | 1 |
| sky130_fd_sc_hd__nand2_1 | 2 |
| sky130_fd_sc_hd__nor2b_1 | 2 |
| sky130_fd_sc_hd__clkdlybuf4s50_1 | 1 |
| sky130_fd_sc_hd__dfxtp_2 | 1 |
| sky130_fd_sc_hd__dfxtp_1 | 3 |
==> power breakdown <==
group,internal (uW),switching (uW)
registers,150,9.46
clock network,112,53.0
logic,28.7,19.0
total,290,81.5
==> stage by stage <==
stage                     instance area, sq um  hold WS, ns
after floorplan                          193.9       0.3576
after global placement                   271.5       0.4543
after global routing                     294.0       0.5260
after CTS                                294.0       0.4740
final                                    294.0       0.4663
after detailed placement                 271.5       0.4814
==> synth_stat cells <==
cell,instances
sky130_fd_sc_hd__nor3b_2,1
sky130_fd_sc_hd__o21ai_0,1
sky130_fd_sc_hd__inv_1,2
sky130_fd_sc_hd__o21a_1,1
sky130_fd_sc_hd__and3_1,2
sky130_fd_sc_hd__nand4bb_1,1
sky130_fd_sc_hd__dfxtp_1,4
sky130_fd_sc_hd__nor2b_1,2
sky130_fd_sc_hd__ha_1,3
sky130_fd_sc_hd__nand2_1,2
==> cell families (layout without fill, tap and decap cells) <==
family / count (synthesis) / after routing / synth area share
AOI/OAI and AO/OA: 2 / 2 / 0.06451
adders and majority gates: 3 / 3 / 0.1936
buffers and inverters: 2 / 7 / 0.03872
DFF: 4 / 4 / 0.4129
and+or+nand+nor: 8 / 8 / 0.2903
Power figures rest on the tool's default switching activity, not on a simulated workload.
