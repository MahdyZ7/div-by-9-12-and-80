$ cat design/flow/constraint.sdc
current_design gray_counter

set clk_period 1.3
set clk_io_pct 0.2

create_clock -name clk0 -period $clk_period [get_ports {clk}]

set non_clock_inputs [all_inputs -no_clocks]
set_input_delay [expr $clk_period * $clk_io_pct] -clock clk0 $non_clock_inputs
set_output_delay [expr $clk_period * $clk_io_pct] -clock clk0 [all_outputs]
$ cat design/flow/design.v
module div_by_2 (
  input      rst_n,
  input      clk_rx,
  output reg clk_tx
);
	always @ (posedge clk_rx) begin
	  if (~rst_n)
	    clk_tx <= 1'b0;
	  else
	    clk_tx <= ~clk_tx;
	end
endmodule
module gray_counter(input clk, input reset, output reg [3:0] out);
	reg [3:0] q;
always @ (posedge clk) begin
	if (!reset) begin
        q <= 0;
        out <= 0;
    end else begin
        q <= q + 1;
		out <= {q[3], q[3]^q[2], q[2]^q[1], q[1]^q[0]};
    end
end
endmodule
$ cat design/flow/run.sh
#!/bin/bash
# OpenROAD 26Q1-2900-gdf79404cd8, Yosys 0.63+post, stock flow scripts
make -C /OpenROAD-flow-scripts/flow DESIGN_CONFIG=/design/flow/config.mk WORK_HOME=/design/flow/orfs finish
$ cat design/flow/config.mk
export PLATFORM = sky130hd
export DESIGN_NAME = gray_counter
export DESIGN_NICKNAME = gray_counter
export VERILOG_FILES = /design/flow/design.v
export SDC_FILE = /design/flow/constraint.sdc
export NUM_CORES = 4
export LEC_CHECK = 1
export CORE_AREA = 10 10 70 70
export DIE_AREA = 0 0 80 80
==> impl_metrics.ini <==
; flow metrics
[clocking]
tritoncts = done
htreeDepth = 1
clk_path_buf_depth = 2
cts-buffers-inserted = 3
clk_pin_slew_worst_paths_ns = 0.05
clock-sinks = 7
worstSkewPairLatency_ns = 0.25
cts-hold-fix-buffers = 0
root_buffer = clkbuf_4

[sta]
finalClockSkew_ns = 0.00148
final.min_clock_period_ns = 1.14
period_used_pct = 88.0
hold_violations = 0
rsz0062_at_grt = false
fmax_mhz = 874
drv_slew = 0
setup_viol = 0
fin_setup_tns_ns = 0
setup_slack_ns = 0.156
worst_pin_slew_ns = 0.199
slew_headroom_pct = 86.7

[setup_path]
cp-start-kind = register
cpLargestDelayFamily = flip-flops
cp.buffers_inverters = 1
path_depth = 4
critPathRequiredTime_ns = 1.44
crit_chain = buf_4, ha_1, nand2_1, mux2_4
cp_slowest_cell = dfxtp_2
critical_path_class = reg2reg
cp-end-kind = register
r2r_cells = 4
crit_arrival_ns = 1.28
cp_slowest_stage_delay_ns = 0.31
critPathMaxFanout = 2

[placed_design]
post-place-ws_ns = -0.0577
portBuffers = 5
place.gp.congestion = 0.645
hpwl_microns = 361

[cells_and_area]
logic_area_sq_um = 108
most-common-layout-cells = 5 x dfxtp_1, 4 x and2_1, 3 x clkbuf_4, 3 x dlymetal6s2s_1
area_growth_pct = 55.9
fillerInstances = 397
flop_area_sq_um = 143
layout-drive-gt1-share_pct = 26.7
layout_top_cell = dfxtp_1

[global_routing]
antenna_found_initial = 0
grt_max_degree = 8
track_usage_pct = 1.90
grt_pass1_wl_microns = 890
grt-ovfl-total = 0
grt_pass1_vias = 188

[floorplan]
die_y_microns = 80
fp-row-count = 21
floorplanUtilization_pct = 7.47
pin_count = 6
die_w_microns = 80
coreArea_sq_um = 3420
die_area_sq_um = 6400

[detailed_routing]
vias = 162
drc = 0
drt_iter0_markers = 0
drtPass1Iterations = 1
antenna_left = 0
viasPerCell = 2.13
wl_microns = 516
num_antenna_cells = 0
routedWlPerCell_microns = 6.79

[run_status]
status = completed

[yosys]
ys_top_logic_family = simple AND/OR/NAND/NOR gates
numSynthFlops = 7
synth_top_area_share_pct = 54.9
synth_cell_types = 9
ys_sh_simple_pct = 19.6
avgSynthCellArea_sq_um = 12.2
top_cells_by_area = dfxtp_1 55%, and2_1 9.8%, ha_1 9.8%
ys_sh_adder_pct = 9.80
yosys_warnings = 1
ys_sh_xor_pct = 6.86
largest_area_cell = dfxtp_1
yosysChipArea_sq_um = 255
compound_area_share_pct = 0
synthCells = 21
synth.mux.area_fraction_pct = 5.88
ys_cells = 21
syn_area_sq_um = 255
synth-seq-area-share_pct = 54.9

[pwr]
powerDensity_nw_per_um2 = 1180
ir_drop_v = 0.000372
power_leakage_nw = 0.221

[run]
warnings = 25
cap_violations = 0

[hold_path]
hp-class = reg2reg
whs_path_depth = 1
-- synthesized netlist by cell type --
cell / instances
and2_1: 4
nor2b_1: 2
buf_4: 1
xor2_1: 2
dfxtp_1: 7
and2_4: 1
nand2_1: 1
ha_1: 2
mux2_4: 1
-- per-stage QoR --
stage | power [mW] | util, % | area [sq um] | hold WS [ns] | std cells
finish | 0.471 | 11.6 | 398 | 0.462 | 76
global route | 0.502 | 11.6 | 398 | 0.479 | 76
CTS | 0.480 | 11.4 | 389 | 0.463 | 76
detailed placement | 0.278 | 10.4 | 355 | 0.449 | 71
global placement | 0.276 | 10.4 | 355 | 0.434 | 71
floorplan | 0.256 | - | 255 | 0.382 | 21
-- worst paths after layout --
path / slack (ns) / end / start
max: 0.16 / q[3] / q[1]
min reg2reg: 0.46 / q[0] / q[0]
min: 0.46 / q[0] / q[0]
max reg2reg: 0.16 / q[3] / q[1]
-- routing by layer --
metal	routed length, microns	part of all wire (%)	vias to the layer above	track usage [%]
li1	-	-	85	-
met4	0	0	0	0.176
met1	226	44	68	1.88
met2	136	26	9	2.01
met3	154	30	0	3.18
met5	0	0	-	0
-- kinds of logic (layout without fill, tap and decap cells) --
group,count (synthesis),after routing
XOR/XNOR,2,2
multiplexers,1,1
adder cells (fa/ha/maj),2,2
AND/OR/NAND/NOR,8,8
buffers and inverters,1,10
flip-flops,7,7
-- power breakdown --
| part | internal [mW] | switching (mW) | total, mW |
|---|---|---|---|
| clock network | 0.117 | 0.0782 | 0.195 |
| registers | 0.228 | 0.00718 | 0.235 |
| logic | 0.0270 | 0.0138 | 0.0408 |
-- what timing repair did --
item / in CTS / in global routing
endpoints found under the setup margin: 1 / 3
resized: 2 / 4
buffers inserted: 1 / 0
-- layout make-up --
| cell class | instances | share of cell area [%] |
|---|---|---|
| Multi-Input combinational cell | 13 | 27.0 |
| Tap cell | 46 | 14.5 |
| Clock buffer | 4 | 6.60 |
| Sequential cell | 7 | 35.8 |
| Timing Repair Buffer | 6 | 16.0 |
-- flip-flops by register name, summed over array words and instances (netlist names) --
name,flops
out,3
q,4
Power figures rest on the tool's default switching activity, not on a simulated workload.
