==> flow/design.v <==
module div_by_9_count(
	input	reset,
    input	clk,
    output	out,
	inout	VDD,
	inout	VSS
);
	reg	[3:0] count;
	reg	m1;
	reg	m2;
	always @(posedge clk) begin
		if (~reset) begin
        	count <= 0;
			m1 <= 0;
    	end else begin
			if (count == 8)
				count <= 0;
			else
				count <= count + 1;
			if (count == 0)
				m1 <= ~m1;
		end
	end
	always @(negedge clk) begin
		if (~reset) begin
			m2 <= 0;
		end else begin
			if (count == 5)
				m2 <= ~m2;
		end
	end
	assign out = m1 ^ m2;
endmodule
==> flow/run.sh <==
#!/bin/bash
# OpenROAD 26Q1-2900-gdf79404cd8, Yosys 0.63+post, stock flow scripts
make -C /OpenROAD-flow-scripts/flow DESIGN_CONFIG=/design/flow/config.mk WORK_HOME=/design/flow/orfs finish
==> flow/config.mk <==
export PLATFORM = sky130hd
export DESIGN_NAME = div_by_9_count
export DESIGN_NICKNAME = div_by_9_count
export VERILOG_FILES = /design/flow/design.v
export SDC_FILE = /design/flow/constraint.sdc
export NUM_CORES = 4
export LEC_CHECK = 1
export CORE_AREA = 10 10 70 70
export DIE_AREA = 0 0 80 80
==> flow/constraint.sdc <==
current_design div_by_9_count

set clk_period 2.1
set clk_io_pct 0.2

create_clock -name clk0 -period $clk_period [get_ports {clk}]

set non_clock_inputs [all_inputs -no_clocks]
set_input_delay [expr $clk_period * $clk_io_pct] -clock clk0 $non_clock_inputs
set_output_delay [expr $clk_period * $clk_io_pct] -clock clk0 [all_outputs]
==> impl_metrics.toml <==
# yosys + openroad results
[power_and_ir_drop]
leakagePower_nw = 0.1877
p_switching_uw = 74.14
swShare_pct = 24.56
clockPowerShare_pct = 40.8
peakVddDrop_mv = 0.1539
power_density_nw_per_um2 = 668.3
total_power_uw = 301.9
p_int_uw = 227.7
p_comb_share_pct = 16.2
pwr-share-seq_pct = 43.0

[detailed_routing]
drt_wl_total_um = 552
drc = 0
wl_per_cell_um = 6.202
drt_iter0_markers = 8
vias = 253
firstDrtPassIters = 2
vias_per_cell = 2.843
n_antenna_cell = 0
ant_nets = 0

[die]
core_um2 = 3416
fp-row-count = 21
pin_count = 3
die_w_um = 80
die_area_um2 = 6400
die_y_um = 80
initCoreUtil_pct = 8.974

[critical_path]
cp_slowest_cell = "dfxtp_2"
worst_setup_path_end_kind = "output pin"
critPathLaunchType = "register"
cp.required_ps = 1680
crit_chain = "xor2_1 -> buf_2"
worst_ep_arrival_time_ps = 1910
critical_path.max_fanout = 2
slowest_delay_ps = 310
crit_type = "register to output pin"

[place]
dp.cells = 85
placed_area_um2 = 429.2
dp_slack_ps = -318.4
dp_hpwl_um = 432.4
portBuffers = 2
place_congestion = 0.7354

[yosys]
yosys_warnings = 1
simple_gate_share_pct = 29.39
xor_area_share_pct = 8.571
synthMuxAreaShare_pct = 0
numSynthFlops = 6
synth_chip_area_um2 = 306.5
ys_seq_share_pct = 39.18
syn_inst = 31
avgSynthCellArea_um2 = 9.889
ys_top_logic_family = "simple AND/OR/NAND/NOR gates"
aoi_share_pct = 6.939
post_synth_num_cell_types = 16
syn_area_um2 = 306.5
ys_sh_adder_pct = 12.24
ys_cells = 31

[timing]
rsz0062_at_grt = "yes"
final.setup.worst_slack_ps = -229.6
fin_skew_ps = 54.74
slew_headroom_pct = 88.76
untimed_endpoints = 2
hold_violations = 0
tightest_slew_ps = 168.2
setup_viol = 1
drv_slew = 0

[clock_network]
post_cts_buffers = 0
cts.sink_count = 6
cts_buffers = 3
path_clk_slew_ps = 50
cts_hold_buf = 0
htreeDepth = 1
cts_tree = "yes"
clk_path_buf_depth = 2
clock_latency_ps = 300
cts-root-buf = "clkbuf_4"

[finish]
area_growth_pct = 47.35
layout_top_cell = "buf_4"
fin_area_um2 = 451.7
final_cell_mix = "6 x buf_4, 5 x dfxtp_1"
drive_above_1_share_pct = 27.91
n_fill_cell = 395
final_cells = 89

[global_routing]
grt_antenna_before_repair = 0
grt_pass1_vias = 229
grt_first_pass_wirelength_um = 1014
grt_use_total_pct = 1.970
grt_max_degree = 8
grt_overflow = 0

[run]
warning_count = 54
drv_cap = 0

[outcome]
outcome = "complete, but fails checks"
violations = "negative setup slack"

[hold_path]
hp-class = "register to register"
flip-flops by register name, summed over array words and instances, names as in the netlist:
| signal | flops |
|---|---|
| m1 | 1 |
| count | 4 |
| m2 | 1 |
critical path: cells and delay by family, from the launching register on:
kind,cells,cell delay (ps)
buf+inv,1,110
flops,1,310
xor+xnor,1,150
logic make-up (layout without fill, tap and decap cells):
group	Yosys count	after routing
XOR/XNOR	3	3
adder cells (fa/ha/maj)	3	3
AND/OR/NAND/NOR	13	13
buffers and inverters	3	15
AND-OR/OR-AND	3	3
flip-flops	6	6
per-stage QoR:
stage                     hold WS, ps  setup TNS (ps)  utilization, %
after floorplan                 493.6               0               -
after global placement          596.9          -350.9           12.56
after detailed placement        603.6          -365.5           12.56
after CTS                       617.8          -249.4           13.22
after global routing            669.6          -279.8           13.22
final                           611.9          -229.6           13.22
area by class of cell:
cell class	count	area (µm²)	share of cell area [%]
well taps	46	57.56	12.74
flip-flops and latches	6	121.4	26.87
clock inverters	1	3.754	0.8310
inverters	2	7.507	1.662
clock buffers	4	26.28	5.817
repair buffers	8	60.06	13.30
multi-input cells	22	175.2	38.78
final timing paths:
check                               from  endpoint  slack (ps)  depth (start not counted)
worst max-delay path                  m2       out        -230                          2
worst max register to register  count[1]        m2         110                          5
worst min register to register        m1        m1         610                          2
worst min-delay path                  m1        m1         610                          2
metal layers:
metal  vias up  share of wire [%]  GRT usage (%)  wire (µm)
li1        130                  -              -          -
met1       114                 53          2.600        294
met2         7                 35          2.327        192
met3         2                 11          1.705         62
met4         0               0.72         0.3521          4
met5         -                  0              0          0
timing repair:
item / CTS / global route
gates resized: 4 / 0
pin swaps: 0 / 0
hold endpoints to repair: 0 / 0
setup endpoints to repair: 1 / 1
cells in the mapped netlist (all sizes together):
library cell  number  share of area, %
and3               2               4.1
xnor2              1               2.9
nand2b             1               2.0
a31oi              1               2.0
nor3b              2               6.5
nand2              2               2.4
a21boi             2               4.9
inv                3               3.7
and2               2               4.1
ha                 3                12
nand3b             3               7.3
xor2               2               5.7
dfxtp              6                39
nand4b             1               2.9
power by group through the flow:
stage     registers (mW)  clock network (mW)  logic (mW)
6_report           0.130               0.123      0.0490
4_1_cts            0.130               0.129      0.0499
5_1_grt            0.131               0.141      0.0578
Power is estimated from default activity; no workload was simulated.
